==> ./design.v <==
module counter4Bit(clock, isItEight);
	input 		clock;
	output reg	isItEight;					 
	integer i = 0;
	always @ (posedge clock)
	begin
		if (i == 0)
			isItEight = 0;
		i = i + 1;
		if(i == 9)
		begin
			i = 0;
			isItEight = 0;
		end
		else if(i==8)
		begin
			isItEight = 1;
		end	
	end
endmodule
module encoder(clock, parallelIn, serialOut);
	input		clock;
	input [7:0] 	parallelIn; 
	output reg	serialOut;
	wire		load;
	reg [7:0] 	tempparallelIn;
	integer 	i;
	counter4Bit	counter(.clock(clock), .isItEight(load));
	always @ (posedge clock)
	begin
		if(load == 1)
			tempparallelIn = parallelIn;
		if(load == 0)
		begin
			serialOut = tempparallelIn[0];
			for(i = 1 ; i < 8 ; i = i + 1)
			begin
				tempparallelIn[i - 1] = tempparallelIn[i];
			end
			tempparallelIn[7] = 0;
		end
	end
endmodule
==> ./run.sh <==
#!/bin/bash
# OpenROAD 26Q1-2900-gdf79404cd8, Yosys 0.63+post, stock flow scripts
make -C /OpenROAD-flow-scripts/flow DESIGN_CONFIG=/design/flow/config.mk WORK_HOME=/design/flow/orfs finish
==> ./config.mk <==
export PLATFORM = sky130hd
export DESIGN_NAME = encoder
export DESIGN_NICKNAME = encoder
export VERILOG_FILES = /design/flow/design.v
export SDC_FILE = /design/flow/constraint.sdc
export NUM_CORES = 4
export LEC_CHECK = 1
export CORE_UTILIZATION = 30
==> ./constraint.sdc <==
current_design encoder

set clk_period 4.9
set clk_io_pct 0.2

create_clock -name clk0 -period $clk_period [get_ports {clock}]

set non_clock_inputs [all_inputs -no_clocks]
set_input_delay [expr $clk_period * $clk_io_pct] -clock clk0 $non_clock_inputs
set_output_delay [expr $clk_period * $clk_io_pct] -clock clk0 [all_outputs]
==> qor.csv <==
stage;metric;value;unit
layout;share of cells above drive strength 1;11.76;%
power;NetSw;0.0001349;W
critical_path;delay-heaviest family, CP;simple AND/OR/NAND/NOR gates;
power;PwrDens;233.1;nW/um2
yosys;Synth Cell Area;2288;um2
clock_tree;Post-CTS Resized;0;
drt;DRT iter0 DRCs;129;
grt;largest net degree at the start of global routing;17;
outcome;status;finished clean;
power;LEAKAGE;0.8917;nW
clock_tree;Latency at later pin;0.31;ns
sta;Final Hold Vio Count;0;
power;Clock Power Share;40.8;%
yosys;cells in synth_stat.txt;254;
placed_design;post-detail-place hpwl;3394;um
power;Seq pwr share;58.2;%
yosys;yosys warning tally;2;
critical_path;Max FO, Critical Path;8;
power;largest vdd supply drop;0.08836;mV
drt;Post-DRT Antenna Nets;0;
layout;most frequent cells in the layout;41 x dfxtp_1, 24 x nand2_1, 20 x xnor2_1;
yosys;Syn Area/Cell;9.010;um2
critical_path;crit path DAT;3.02;ns
power;switching fraction of total power;22.93;%
clock_tree;Reg clk slew, reported paths;0.09;ns
drt;DRC errors left;0;
drt;DR pass1 iterations;4;
yosys;Post-synth EDFFs;1;
yosys;Yosys top cell by area;dfxtp_1;
critical_path;CP Capture Type;flip-flop;
drt;DR vias;1730;
hold_path;Hold Path Class;flip-flop to flip-flop;
critical_path;Critical Path Max Stage Delay;0.48;ns
grt;grt total ovfl;0;
layout;Commonest Layout Cell;dfxtp_1;
flow_run;Max-cap violations;0;
critical_path;Critical-path top delay cell;nor4_1;
die;I/O pins;10;
clock_tree;postcts setup bufs;0;
layout;# fillers;722;
sta;Setup violations, final;0;
die;initial core utilization;31.22;%
critical_path;Req. time, crit path;5.10;ns
die;core area;7331;um2
yosys;Synth Seq Share;37.18;%
clock_tree;clk buf depth;2;
yosys;Syn Inst Count;254;
grt;vias in the first global route;1528;
power;P_int;0.0004533;W
sta;Final period util;57.61;%
sta;Achievable Freq;354.2;MHz
yosys;Max-area cell share;35.87;%
sta;setup TNS;0;ns
clock_tree;H-tree Lvls;2;
critical_path;crit path cell chain;ha_1, nand4_2, nor4_1, nand3b_1, a2111o_1, a2111oi_4, and4_4, a21oi_1;
die;die y size;89.34;um
grt;gr usage total;12.72;%
drt;wirelength, routed;4577;um
clock_tree;Root Buffer;clkbuf_8;
placed_design;IO buf count;9;
sta;Final Max Slew Viols;0;
clock_tree;Hold Buf Count CTS;0;
flow_run;tool warnings;27;
sta;RSZ-0062 raised after global routing;no;
critical_path;crit path buf inv count;0;
layout;fin util;34.43;%
sta;Clock Skew;0.007836;ns
placed_design;Final GP Congestion;0.8907;
die;Die Wd;89.34;um
die;# rows;31;
clock_tree;CTS Buf Count;5;
grt;first-pass GRT wire length;7707;um
clock_tree;clock sink count;42;
sta;Max-slew headroom;56.44;%
sta;Worst-Margin Slew;0.6484;ns
drt;n_diodes;0;
yosys;#FFs+latches synth;42;
yosys;main flop type;dfxtp_1;
drt;drt wl/cell;12.93;um
critical_path;CP Launch Type;flip-flop;
yosys;Top area cell types;dfxtp_1 36%, xnor2_1 7.7%, xor2_1 4.6%;
sta;Final Critical Period;2.823;ns
clock_tree;TritonCTS clock tree;done;
drt;drt via density;4.887;
yosys;Cell Type Count;49;
grt;initial antenna violation count;0;
yosys;post-synthesis async set-or-reset flop share;0;%
critical_path;critical path class;flip-flop to flip-flop;
yosys;yosys stat chip area;2288;um2
die;chip area;7982;um2
power;Logic pwr share;1.0;%
layout;Area growth syn-to-layout;10.28;%
power groups by stage:
stage         sequential, W  clock (W)  combinational [W]
finish             0.000342   0.000240         0.00000607
global route       0.000342   0.000263         0.00000670
CTS                0.000342   0.000249         0.00000613
cell usage after synthesis, types with 3 or more instances:
cell and n:
a21oi_1 4, and4_1 3, and3_1 3, dfxtp_1 41, inv_1 9, or2_2 3
clkbuf_2 4, nand4_1 9, a21boi_0 3, nor3_1 10, ha_1 3, buf_2 10
mux2_2 6, nand2_1 24, nor3b_1 3, nor2_1 14, nand3_1 12, and2_1 5
xor2_1 12, o21ai_0 5, xnor2_1 20, nor4_1 14
routing by layer:
| metal | track usage (%) | up-vias | share of wire, % |
|---|---|---|---|
| li1 | - | 900 | - |
| met1 | 20.86 | 800 | 52 |
| met2 | 18.18 | 23 | 43 |
| met3 | 2.434 | 7 | 3.2 |
| met4 | 1.299 | 0 | 1.4 |
| met5 | 0 | - | 0 |
through the flow:
stage                     instance area [um2]  hold WS (ns)  cells  power [W]  worst slack [ns]
after floorplan                          2288        0.4154    254  0.0003502             2.465
after global placement                   2429        0.4170    346  0.0003563             2.040
after detailed placement                 2429        0.4292    346  0.0003562             2.064
after CTS                                2524        0.4429    354  0.0005975             2.036
after global routing                     2524        0.4666    354  0.0006122             1.744
final                                    2524        0.4452    354  0.0005882             2.077
area by class of cell:
class	instances	area, um2	area share, %
Multi-Input combinational cell	186	1323	52.40
Sequential cell	42	850.8	33.71
Inverter	9	33.78	1.339
Timing Repair Buffer	10	97.59	3.867
Tap cell	99	123.9	4.908
Clock buffer	5	68.82	2.727
Clock inverter	3	26.28	1.041
cells by family after synthesis:
group,Yosys count,share of synthesized area [%]
fa+ha+maj,3,1.640
xor+xnor,32,12.25
flops,42,37.18
compound gates,25,9.350
simple gates,118,30.73
buf+inv,26,5.030
mux,8,3.827
flip-flops by register name, indices dropped and copies added, names as in the netlist:
name	flops
counter.i	32
tempparallelIn	8
counter.isItEight	1
serialOut	1
worst register-to-register path, cell delays in order, from the launching register on:
cell and delay (ns):
dfxtp_1 0.41, ha_1 0.29, nand4_2 0.28, nor4_1 0.48, nand3b_1 0.20, a2111o_1 0.48
a2111oi_4 0.23, and4_4 0.29, a21oi_1 0.04
worst paths after layout:
| check | from | cells after the start | end | slack (ns) |
|---|---|---|---|---|
| hold / removal | tempparallelIn[1] | 2 | tempparallelIn[0] | 0.45 |
| setup / recovery | counter.i[0] | 8 | counter.isItEight | 2.08 |
| setup reg to reg | counter.i[0] | 8 | counter.isItEight | 2.08 |
| hold reg to reg | tempparallelIn[1] | 2 | tempparallelIn[0] | 0.45 |
Power figures rest on the tool's default switching activity, not on a simulated workload.
