### ./run.sh
#!/bin/bash
# OpenROAD 26Q1-2900-gdf79404cd8, Yosys 0.63+post, stock flow scripts
make -C /OpenROAD-flow-scripts/flow DESIGN_CONFIG=/design/flow/config.mk WORK_HOME=/design/flow/orfs finish
### ./design.v
module decoder(clock, serialIn, parallelOut);
	input			clock;
	input			serialIn;
	output reg [7:0]	parallelOut;
	wire 		load;
	reg [7:0] 	tempparallelOut = 0;
	integer 	i;	
	counter4Bit	counter(.clock(clock), .isItEight(load));
	always @(posedge load)
		parallelOut = tempparallelOut;
	always @ (posedge clock)
	begin
		if(load == 0)
		begin
			for(i = 1 ; i < 8 ; i = i + 1)
				begin
					tempparallelOut[i - 1] = tempparallelOut[i];
				end
			tempparallelOut[7] = serialIn;
		end	
	end
endmodule
module counter4Bit(clock, isItEight);
	input 		clock;
	output reg	isItEight;					 
	integer i = 0;
	always @ (posedge clock)
	begin
		if (i == 0)
			isItEight = 0;
		i = i + 1;
		if(i == 9)
		begin
			i = 0;
			isItEight = 0;
		end
		else if(i==8)
		begin
			isItEight = 1;
		end	
	end
endmodule
module encoder(clock, parallelIn, serialOut);
	input		clock;
	input [7:0] 	parallelIn; 
	output reg	serialOut;
	wire		load;
	reg [7:0] 	tempparallelIn;
	integer 	i;
	counter4Bit	counter(.clock(clock), .isItEight(load));
	always @ (posedge clock)
	begin
		if(load == 1)
			tempparallelIn = parallelIn;
		if(load == 0)
		begin
			serialOut = tempparallelIn[0];
			for(i = 1 ; i < 8 ; i = i + 1)
			begin
				tempparallelIn[i - 1] = tempparallelIn[i];
			end
			tempparallelIn[7] = 0;
		end
	end
endmodule
### ./config.mk
export PLATFORM = sky130hd
export DESIGN_NAME = decoder
export DESIGN_NICKNAME = decoder
export VERILOG_FILES = /design/flow/design.v
export SDC_FILE = /design/flow/constraint.sdc
export NUM_CORES = 4
export LEC_CHECK = 1
export CORE_UTILIZATION = 40
### ./constraint.sdc
current_design decoder

set clk_period 7.8
set clk_io_pct 0.2

create_clock -name clk0 -period $clk_period [get_ports {clock}]

set non_clock_inputs [all_inputs -no_clocks]
set_input_delay [expr $clk_period * $clk_io_pct] -clock clk0 $non_clock_inputs
set_output_delay [expr $clk_period * $clk_io_pct] -clock clk0 [all_outputs]
==> notes.md <==
Implementation numbers.

- The setup clock skew after layout reads 10.1 ps.
- The element type at the critical path end is a flip-flop.
- The share of synthesized registers carrying an async set or reset is 0%.
- The total power consumption of the routed design reads 351 uW.
- The maximum achievable frequency reads 315 MHz.
- According to the hold report, the worst path is of the reg -> reg type.
- The number of unconstrained endpoints is 16.
- The post-synthesis chip area from yosys reads 2360 um^2.
- The multiplexer share of the synthesized area reads 1.27%.
- The area share of and/or/nand/nor cells after synthesis is 28.2%.
- The OpenROAD warning count is 27.
- The chip occupies 6210 um^2.
- The final layout report lists a filler cell count of 554.
- Setup repair after global routing left no endpoint under its margin.
- The highest-count logic cell in the final layout reads sky130_fd_sc_hd__dfxtp_1.
- The least setup slack across all paths after layout is 4630 ps.
- The maximum clock insertion buffer count is 2.
- The post-cts resize count reads 0.
- The number of placed I/O pins reads 10.
- From synthesis to final layout, the design area changed by 3.98%.
- The register bit count reported by yosys reads 49.
- The post-placement worst setup slack reads 4640 ps.
- The transition time at the pin with the least slew margin is 851 ps.
- The xor-xnor portion of the synthesized cell area reads 9.66%.
- The number of setup violations in the final report reads 0.
- The portion of the clock cycle consumed by the worst path in the final layout is 40.6%.
- The required time of the critical path reads 7960 ps.
- The share of layout cells above drive strength 1 reads 8.86%.
- The largest net degree at the start of global routing is 14.
- In the setup report, the worst path falls into the class reg -> reg.
- The power per cell area reads 143 nW/um^2.
- The timer found 8 register pins that no clock reaches; their paths are not timed.
- The cell area after synthesis is 2360 um^2.
- After its last routability iteration, the placer logged a weighted congestion of 0.884.
- The antenna diode instance count is 0.
- The script logs the mean routed wire length per placed instance as 13.9 um.
- The number of antenna violations at the first check in global routing reads 0.
- The core outline area reads 5610 um^2.
- The hold slack is 445 ps.
- The total negative slack for setup checks reads 0 ps.
- The tally of yosys warning messages reads 2.
- The part of the Yosys area used for sequential elements is 45.0%.
- The number of global-route vias before repair reads 1458.
- The largest stage delay on the critical path reads 770 ps.
- The count of routing violations after the opening detailed-route iteration reads 102.
- Among cell families on the critical path, the largest total delay comes from simple AND/OR/NAND/NOR gates.
- The number of distinct library cells after synthesis is 45.
- The data arrival at the endpoint of the critical path reads 3330 ps.
- The count of library flops with an enable pin is 8.
- The first-pass GRT wire length is 7320 um.
- In this run the worst path has a maximum fanout of 7.
- The slowest cell on the critical path reads sky130_fd_sc_hd__nor4_1.
- The post-detailed-route count of antenna-violating nets reads 0.
- The arithmetic-cell share of the synthesized area counting full adders, half adders and majority gates reads 1.59%.
- The flow ran to the end, and the final reports show no timing, DRC or antenna violations.
- The clock tree from TritonCTS is done.
- According to the report, the first pass of detailed routing completed in 4 iterations.
- The number of hold buffers added after CTS was 0.
- The die is 78.8 um tall.
- The aoi/oai-family share of the synthesized area reads 5.36%.
- The standard-cell row count is 27.
- The combinational family with the most area after synthesis is simple AND/OR/NAND/NOR gates.
- The most instantiated flip-flop cell in the synthesis netlist reads sky130_fd_sc_hd__dfxtp_1.
- In this run the horizontal extent of the chip is 78.8 um.
- The clock slew seen by the registers of the worst setup and hold paths is 80 ps.
- The number of max-capacitance violations reported is 0.
- For this run, design rule violations remaining after detail routing come to 0.
- The number of standard cells after synthesis is 235.
- The clock root buffer master reads sky130_fd_sc_hd__clkbuf_8.
- The final hold violation count is 0.
- The yosys stat cell total is 235.
- The startpoint type of the worst setup path is a flip-flop.
- The headroom to the max-slew limit reads 42.7%.
- The critical path goes through ha_1, nand3_1, nor4_1, a21boi_0, nor4_1, nand4_1, nor4_1, nor2b_1.
- Overall routing resource usage recorded by global route was 15.6%.
- The insertion delay to the later sink of the worst-skew pair is 300 ps.
- The global-route congestion overflow total is 0.
- The number of max-slew violations in the final report is 0.
- The critical path buffer and inverter count is 0.
- Once the clock tree was built, the setup fixing pass inserted 0 buffers.
- The cell repeated most along the worst path is sky130_fd_sc_hd__nor4_1.
- The final critical-path required period is 3170 ps.
- Ranking logic cells in the layout by count gives the top entries sky130_fd_sc_hd__dfxtp_1, sky130_fd_sc_hd__nand3_1, sky130_fd_sc_hd__xor2_1.
- The total detailed-routing wirelength reads 4300 um.
- The standby leakage power is 0.924 nW.
- Per the CTS log, the maximum H-tree level is 2.
- The slack of the worst reg-to-reg path is 4630 ps.
- Note, the detailed placer reported a final HPWL of 3200 um.
- The pre-placement core utilization reads 42.1%.
- The average via count per standard cell is 5.28.
- Per the power-grid run, VDD falls by no more than 89.4 uV.
- The number of buffer cells added on primary ports is 9.
- The TritonCTS buffer count reads 5.
- The routed layout has 1631 vias.
- The per-instance average area after synthesis reads 10.0 um^2.
[cell type report]
class                           count  area (um^2)  share of cell area, %
Inverter                            8         30.0                   1.22
Multi-Input combinational cell    162         1090                   44.3
Sequential cell                    49         1060                   43.3
Clock buffer                        6         72.6                   2.96
Tap cell                           72         90.1                   3.67
Clock inverter                      2         15.0                  0.612
Timing Repair Buffer               10         97.6                   3.98
[worst paths after layout]
path | start | to | cells past startpoint
worst max-delay path | counter.i[0] | counter.i[1] | 8
worst max register to register | counter.i[0] | counter.i[1] | 8
worst min register to register | tempparallelOut[4] | tempparallelOut[3] | 0
worst min-delay path | tempparallelOut[4] | tempparallelOut[3] | 0
[where the power goes]
group	total, mW	internal, mW	switching (mW)
sequential	0.215	0.215	0
combinational	0.000479	0.000428	0.0000506
clock	0.135	0.0630	0.0722
total	0.351	0.278	0.0722
[kinds of logic after synthesis]
kind of cell / count (synthesis)
adder cells (fa/ha/maj): 3
AND/OR/NAND/NOR: 113
XOR/XNOR: 26
AND-OR/OR-AND: 17
buffers and inverters: 24
multiplexers: 3
flip-flops: 49
[sequential cells by signal, summed over array words and instances (netlist names)]
| signal | cells |
|---|---|
| counter.i | 32 |
| counter.isItEight | 1 |
| parallelOut | 8 |
| tempparallelOut | 8 |
[per-stage QoR]
| step | instances | cell area [um^2] | util, % |
|---|---|---|---|
| 2_1_floorplan | 235 | 2360 | - |
| 3_5_place_dp | 301 | 2360 | 42.2 |
| 4_1_cts | 309 | 2450 | 43.7 |
| 3_3_place_gp | 301 | 2360 | 42.2 |
| 6_report | 309 | 2450 | 43.7 |
| 5_1_grt | 309 | 2450 | 43.7 |
[synth_stat cells, types with 2 or more instances]
cell | instances | area [um^2]
sky130_fd_sc_hd__a21oi_1 | 2 | 10.0
sky130_fd_sc_hd__and3_1 | 5 | 31.3
sky130_fd_sc_hd__and4_1 | 3 | 26.3
sky130_fd_sc_hd__buf_2 | 2 | 10.0
sky130_fd_sc_hd__buf_4 | 5 | 37.5
sky130_fd_sc_hd__bufbuf_16 | 2 | 65.1
sky130_fd_sc_hd__clkbuf_8 | 3 | 41.3
sky130_fd_sc_hd__dfxtp_1 | 41 | 821
sky130_fd_sc_hd__edfxtp_1 | 8 | 240
sky130_fd_sc_hd__ha_1 | 3 | 37.5
sky130_fd_sc_hd__inv_1 | 8 | 30.0
sky130_fd_sc_hd__mux2i_1 | 3 | 30.0
sky130_fd_sc_hd__nand2_1 | 13 | 48.8
sky130_fd_sc_hd__nand3_1 | 15 | 75.1
sky130_fd_sc_hd__nand4_1 | 14 | 87.6
sky130_fd_sc_hd__nor2_1 | 14 | 52.6
sky130_fd_sc_hd__nor3_1 | 11 | 55.1
sky130_fd_sc_hd__nor3b_1 | 4 | 30.0
sky130_fd_sc_hd__nor4_1 | 14 | 87.6
sky130_fd_sc_hd__nor4b_1 | 2 | 17.5
sky130_fd_sc_hd__o2111ai_1 | 3 | 26.3
sky130_fd_sc_hd__o31ai_1 | 5 | 37.5
sky130_fd_sc_hd__or2_2 | 7 | 43.8
sky130_fd_sc_hd__or3_1 | 2 | 12.5
sky130_fd_sc_hd__or4_1 | 2 | 15.0
sky130_fd_sc_hd__xnor2_1 | 11 | 96.3
sky130_fd_sc_hd__xor2_1 | 15 | 131
[layer usage]
layer	share of wire (%)	track usage (%)
met2	42	22.0
met4	1.1	1.48
met1	53	26.6
met5	0	0
met3	3.6	2.57
Power and IR drop assume default switching activity.
